### /design/flow/config.mk
export PLATFORM = sky130hd
export DESIGN_NAME = SNN_Interface
export DESIGN_NICKNAME = SNN_Interface
export VERILOG_FILES = /design/flow/design.v
export SDC_FILE = /design/flow/constraint.sdc
export NUM_CORES = 4
export LEC_CHECK = 1
export CORE_AREA = 10 10 896 896
export DIE_AREA = 0 0 906 906
### /design/flow/constraint.sdc
current_design SNN_Interface

set clk_period 169.8
set clk_io_pct 0.2

create_clock -name clk0 -period $clk_period [get_ports {clk}]

set non_clock_inputs [all_inputs -no_clocks]
set_input_delay [expr $clk_period * $clk_io_pct] -clock clk0 $non_clock_inputs
set_output_delay [expr $clk_period * $clk_io_pct] -clock clk0 [all_outputs]
### /design/flow/design.v
`timescale 1ns / 1ps
module SNN_Interface #(
    parameter INPUT_SIZE = 56,
    parameter DATA_WIDTH = 32,
    parameter MAX_CYCLES = 7'd100     
)(
    input wire clk,                     
    input wire reset_n,                 
    input wire start,                   
    input wire done,                    
    (* MARK_DEBUG = "TRUE" *) output reg reset_all,               
    (* MARK_DEBUG = "TRUE" *) output reg reset_clk,               
    (* MARK_DEBUG = "TRUE" *) output reg [6:0] n_count,           
    (* MARK_DEBUG = "TRUE" *) output reg [6:0] class1_count,     
    (* MARK_DEBUG = "TRUE" *) output reg [6:0] class2_count,     
    (* MARK_DEBUG = "TRUE" *) output reg [6:0] class3_count,     
    input wire class1_spike,            
    input wire class2_spike,            
    input wire class3_spike,            
    output reg signed [INPUT_SIZE*DATA_WIDTH-1:0] data_out,         
    output wire start_debug,
    output reg [15:0] bram_addr,               
    (* MARK_DEBUG = "TRUE" *) input wire signed [DATA_WIDTH-1:0] bram_data_out       
);
    assign start_debug = start;
    localparam [2:0]
        IDLE       = 3'b000,
        RESET_ALL  = 3'b001,
        FETCH_DATA = 3'b010,
        RESET_CLK  = 3'b011,
        WAIT_DONE  = 3'b100;
    (* MARK_DEBUG = "TRUE" *) reg [2:0] current_state, next_state;
    always @(posedge clk) begin
        if (!reset_n)                   
            current_state <= IDLE;
        else
            current_state <= next_state;
    end
    reg fetch_data_done;
    always @(*) begin
        reset_all = 1'b0;
        reset_clk = 1'b0;
        case (current_state)
            IDLE: begin
                if (start) begin
                    next_state = RESET_ALL;
                end else begin
                    next_state = IDLE;
                end
            end
            RESET_ALL: begin
                reset_all = 1'b1;
                next_state = FETCH_DATA;
            end
            FETCH_DATA: begin
                if (fetch_data_done) begin
                    next_state = RESET_CLK;
                end
                else begin
                    next_state = FETCH_DATA;
                end
            end
            RESET_CLK: begin
                reset_clk = 1'b1;
                next_state = WAIT_DONE;
            end
            WAIT_DONE: begin
                if (done) begin
                    if (n_count >= MAX_CYCLES - 1)
                        next_state = IDLE;
                    else
                        next_state = FETCH_DATA;
                end else begin
                    next_state = WAIT_DONE;
                end
            end
            default: begin
                next_state = IDLE;
            end
        endcase
    end
    reg [6:0] BRAM_read_count;
    always @(posedge clk) begin
        if (!reset_n) begin             
            n_count <= 7'b0;
            class1_count <= 32'b0;
            class2_count <= 32'b0;
            class3_count <= 32'b0;
            bram_addr <= 6'b0;
            BRAM_read_count <= 7'b0;
        end
        else begin
            fetch_data_done = 0;
            case (current_state)
                IDLE: begin
                    n_count <= 7'b0;
                    BRAM_read_count <= 7'b0;
                end
                RESET_ALL: begin
                    class1_count <= 32'b0;
                    class2_count <= 32'b0;
                    class3_count <= 32'b0;
                end
                FETCH_DATA: begin
                    if (BRAM_read_count < INPUT_SIZE) begin
                        if (BRAM_read_count > 0) begin
                            data_out[DATA_WIDTH*(BRAM_read_count-1) +: DATA_WIDTH] <= bram_data_out;
                        end
                        bram_addr <= bram_addr + 1;
                        BRAM_read_count <= BRAM_read_count + 1;
                    end
                    else begin
                        fetch_data_done = 1;
                        if (BRAM_read_count == INPUT_SIZE) begin
                            data_out[DATA_WIDTH*(BRAM_read_count-1) +: DATA_WIDTH] <= bram_data_out;
                        end
                        BRAM_read_count <= BRAM_read_count+1;
                    end
                end
                RESET_CLK: begin
                    BRAM_read_count <= 0;
                end
                WAIT_DONE: begin
                    if (done) begin
                        n_count <= n_count + 1;
                        if (class1_spike)
                            class1_count <= class1_count + 1;
                        if (class2_spike)
                            class2_count <= class2_count + 1;
                        if (class3_spike)
                            class3_count <= class3_count + 1;
                    end
                end
            endcase
        end
    end
endmodule
### /design/flow/run.sh
#!/bin/bash
# OpenROAD 26Q1-2900-gdf79404cd8, Yosys 0.63+post, stock flow scripts
make -C /OpenROAD-flow-scripts/flow DESIGN_CONFIG=/design/flow/config.mk WORK_HOME=/design/flow/orfs finish
==> run notes <==
Implementation results

The final timing report counts setup violations totalling 0. The die footprint is 821000 um2. Note, the detailed placer reported a final HPWL of 285000 um. Sorting the synthesis cell report by count puts at the top edfxtp_1. CTS added clock buffers totalling 213.

Summing every instance area after synthesis gives 79400 um2. The net switching share of the total power is 23.3%. The root buffer cell chosen for the clock tree is clkbuf_16. The count of nets left with antenna violations once routing finished came out at 0.

The worst path uses 40.6% of the clock period. The internal power summed over all cells is 0.000742 W. The first global-routing pass estimated 496000 um of wire. The buffers plus inverters on the worst setup path is 2. The clock tree synthesis step divided the H-tree into 4 levels. For this run, the detailed router reports a per-instance via density of 2.93. The multi-input gate area in the final layout is 23000 um2.

The summed negative setup slack over all endpoints is 0 ps. The count of final max-slew check failures is 0. The type of element capturing the critical path is a primary output. The final timing report derives a shortest allowable period of 68960 ps. The kind of cell with the highest combined delay along the critical path is buffers and inverters. The prevailing post-synth register cell is edfxtp_1. For reference, the critical path is captured by start_debug.

TritonCTS built the clock tree. The DRC violation count after routing is 0. The worst-case reg-to-reg path depth is 16.

Setup repair after global routing left no endpoint under its margin. For the worst setup path, the data required time is 135840 ps. The power report attributes to the combinational group a share of 2.7%.

The first-iteration detailed-routing DRC count is 3635. Per the skew report, the later register of the worst-skew pair sees a clock latency of 990 ps. The cell with the biggest individual delay on the critical path is clkdlybuf4s50_1. The slew of the pin with the lowest slew margin is 930 ps. Power spread over the standard cell area amounts to 8.17 nW/um2.

The area share of the largest cell type after synthesis is 67.8%. The synthesized netlist cell count is 4438. The sequential cell fraction of total power is 51.1%. Entering global routing, the biggest net connects 124 pins. Of the cells placed in the final design, the portion with a size suffix greater than 1 is 36.0%. The layout stage reports a final design area of 118000 um2. The count of boundary I/O pins is 1878. The floorplan has 325 rows. The die height is 906 um. The relative max-transition margin is 38.0%. The worst VDD IR drop from the latest analysis is 8.37 uV.

The horizontal extent of the die is 906 um. The area of the placeable core is 783000 um2. The run reported a max-capacitance violation count of 0. Routability-driven placement finished with a final weighted congestion of 0.828. The post-CTS setup buffer count is 0. The flow measured a signed area growth from synthesis to layout of 49.0%. The critical path in this run is classified as in2out. The number of hold-slack violations in the final timing report is 0.

The Yosys warning count is 1. The maximum operating frequency is 0.0145 GHz. Per the synth stats, the proportion of register bits with asynchronous set or reset is 0%. Summing over the stages, the warning tally comes to 40. The run finished with clean final reports.

The initial utilization of the core area, before any placement, comes to 10.1%. The count of library flops with an enable pin is 1793. Walking the worst path, the cells encountered are clkdlybuf4s50_1 -> clkdlybuf4s50_1.

In this run, post-CTS hold repair placed 0 buffers. The overall track demand over capacity in global routing is 9.21%. The critical register-to-register path startpoint is BRAM_read_count[0]. The clock-pin slew on the worst setup and hold paths is 60 ps.

The port buffer count is 1877. Ranked by total cell area, the synthesized netlist is headed by edfxtp_1 68%, mux2_2 25%, dfxtp_1 1.4%. Per STA, the library cell used most along the worst path is clkdlybuf4s50_1. The synthesized netlist was found by Yosys to have 4438 cells. The number of antenna violations at the first check in global routing is 70.

The power report puts the net switching power at 0.000225 W. The share of the Yosys chip area taken by registers is 69.2%. Looking at the reg2reg group, the worst path ends at data_out[1379]. The number of synthesized register bits is 1849. The routed design shows a wire length per standard cell of 22.8 um. The routed wire length is 388000 um. The number of sinks driven by the clock tree is 1849. Per the OpenROAD timing report, the critical path contains 2 cells. Per the layout report, the design carries 85914 filler cells. The placement-stage cell area is 112000 um2. STA classifies the critical path startpoint as an input port.

The critical-path maximum fanout is 3. The timing report gives the worst reg2reg path a setup slack of 162850 ps. The iteration tally of the first detailed-router pass is 5. The timing report gives the biggest stage delay along the critical path as 530 ps. The class of the most critical hold timing path is reg2reg. The via count of the first global-routing pass is 49721. Per the GRT congestion report, total overflow comes to 0.

The average instance in the mapped netlist occupies 17.9 um2. The maximum buffer depth of the clock tree is 4. The most area-hungry cell type in the Yosys netlist is edfxtp_1. The final route contains 49885 vias.

STA puts the critical path data arrival time at 35000 ps. The number of gates resized after CTS is 0. Sorting the synthesized cells by how often they occur yields 1793 x edfxtp_1, 1786 x mux2_2, 229 x clkbuf_1, 157 x buf_2, 56 x dfxtp_1.

The share of power burned in the clock network is 46.3%. The worst hold path begins at fetch_data_done. The area of the synthesized netlist per yosys stat is 79400 um2.

Across the routed clock network, the largest skew measured is 266 ps. The worst setup path startpoint is start. The tally of unique sky130hd cells used after synthesis is 58. Summing all flip-flop and latch instances after layout gives 55000 um2.

In the hold timing report, the worst path depth is 2. The cell leakage power is 35.3 nW.
how the worst min path moves through the flow:
stage | slack, ps | endpoint
6_report | 490 | current_state[4]
5_1_grt | 550 | class3_count[6]
4_1_cts | 500 | class3_count[6]
placed cells by master (no fill, tap or decap), types with 24 or more instances in the layout:
cell type           n
clkdlybuf4s50_1  1845
edfxtp_1         1793
mux2_2           1786
buf_4             233
clkbuf_16         214
clkinv_1           64
dfxtp_1            56
clkbuf_1           44
diode_2            39
nand2_1            37
nor2_1             35
o211ai_1           34
nand3_1            32
clkinv_2           32
and2_1             25
buf_6              25
nand4_1            24
layout make-up:
class / count / share of cell area [%]
antenna: 39 / 0.0825
timing repair buffer: 2106 / 17.4
inverter: 15 / 0.0476
sequential: 1849 / 46.5
tap: 10464 / 11.1
clock inverter: 129 / 0.849
clock buffer: 262 / 4.71
multi-input combinational: 2186 / 19.4
kinds of logic (layout without fill, tap and decap cells):
| group | count (synthesis) | in the layout | share of synthesized area, % |
|---|---|---|---|
| AND-OR/OR-AND | 104 | 104 | 0.914 |
| XOR/XNOR | 34 | 34 | 0.375 |
| adder cells (fa/ha/maj) | 13 | 13 | 0.205 |
| buffers and inverters | 403 | 2512 | 2.16 |
| flip-flops | 1849 | 1849 | 69.2 |
| multiplexers | 1795 | 1795 | 25.4 |
| other | 0 | 39 | 0 |
| AND/OR/NAND/NOR | 240 | 240 | 1.69 |
metal layers:
layer,GRT usage [%],routed length (um),vias up
met5,0,0,-
met4,3.20,17300,0
met3,4.79,47300,501
met2,15.6,193000,2341
met1,9.76,131000,25759
li1,-,-,21284
flip-flops by register name, indices dropped and copies added (netlist names):
name,count
bram_addr,16
current_state,5
n_count,7
class1_count,7
data_out,1792
class2_count,7
BRAM_read_count,7
fetch_data_done,1
class3_count,7
power by group through the flow:
stage     sequential (W)  clock, W  combinational (W)
6_report        0.000494  0.000448          0.0000256
5_1_grt         0.000494  0.000478          0.0000283
4_1_cts         0.000494  0.000464          0.0000280
per-stage QoR:
stage          cells  utilization (%)  setup slack (ps)  power (W)  hold slack (ps)
6_report       17050             15.1            100840   0.000967              495
5_1_grt        17022             15.1            100800    0.00100              546
4_1_cts        17011             15.1            100820   0.000986              498
3_5_place_dp   16620             14.3            100840   0.000531              489
3_3_place_gp   16620             14.3            100840   0.000531              521
2_1_floorplan   4438                -             35810   0.000512              441
worst reg2reg max path, cell delays in order, from the launching register on:
cell,delay (ps)
dfxtp_1,490
inv_1,250
ha_1,420
or3b_2,540
o31ai_1,600
nand4_1,370
nor2_1,610
inv_1,100
ha_1,350
nor4b_1,330
nand3_1,260
or3_1,410
a311oi_4,300
buf_4,370
nand3_4,420
buf_4,460
mux2_2,380
Power is estimated from default activity; no workload was simulated.
